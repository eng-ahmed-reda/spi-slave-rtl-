--- design/flow/run.sh ---
#!/bin/bash
# OpenROAD 26Q1-2900-gdf79404cd8, Yosys 0.63+post, stock flow scripts
make -C /OpenROAD-flow-scripts/flow DESIGN_CONFIG=/design/flow/config.mk WORK_HOME=/design/flow/orfs finish
--- design/flow/config.mk ---
export PLATFORM = sky130hd
export DESIGN_NAME = wrapper
export DESIGN_NICKNAME = wrapper
export VERILOG_FILES = /design/flow/design.v
export SDC_FILE = /design/flow/constraint.sdc
export NUM_CORES = 4
export LEC_CHECK = 1
export CORE_UTILIZATION = 40
--- design/flow/constraint.sdc ---
current_design wrapper

set clk_period 19.3
set clk_io_pct 0.2

create_clock -name clk0 -period $clk_period [get_ports {clk}]

set non_clock_inputs [all_inputs -no_clocks]
set_input_delay [expr $clk_period * $clk_io_pct] -clock clk0 $non_clock_inputs
set_output_delay [expr $clk_period * $clk_io_pct] -clock clk0 [all_outputs]
--- design/flow/design.v ---
module SPI (
    input clk, rst_n,
    input MOSI, SS_n,
    input tx_valid,
    input [7:0]tx_data,
    output reg MISO, 
    output reg rx_valid, 
    output reg [9:0]rx_data
);
    parameter IDLE = 3'b000;
    parameter CHK_CMD = 3'b001;
    parameter WRITE = 3'b010;
    parameter READ_ADD = 3'b011;
    parameter READ_DATA = 3'b100;
    reg read_trans;
    reg [4:0] cs, ns;
    always @(*) begin
        case (cs)
            IDLE: 
                if (SS_n)
                    ns = IDLE;
                else
                    ns = CHK_CMD;
            CHK_CMD:
                if (SS_n)
                    ns = IDLE;
                else if (~SS_n && ~MOSI)
                    ns = WRITE;
                else if (~SS_n && MOSI && ~read_trans)
                    ns = READ_ADD;
                else
                    ns = READ_DATA;
            WRITE:
                if (~SS_n)
                    ns = WRITE;
                else
                    ns = IDLE;
            READ_ADD:
                if (~SS_n)
                    ns = READ_ADD;
                else
                    ns = IDLE;
            READ_DATA:
                if (~SS_n)
                    ns = READ_DATA;
                else
                    ns = IDLE;
            default: ns = IDLE; 
        endcase
    end
    always @(posedge clk) begin
        if (~rst_n) begin
            cs <= IDLE;
        end else
            cs <= ns;
    end
    reg [4:0] counter;
    always @(posedge clk) begin
        if (~rst_n) begin
            counter <= 0;
            rx_data <= 0;
            MISO <= 0;
            rx_valid <= 0;
            read_trans = 0;
        end
        else if (cs != IDLE && cs != CHK_CMD) begin
                if(cs == READ_ADD)
                    read_trans = 1;
                else if(cs == READ_DATA)
                    read_trans = 0;
                if (counter<=9)
                    rx_data = {MOSI, rx_data[9:1]};
                if (counter == 9)
                    rx_valid = 1;
                else if (counter == 11 || counter == 0)
                    rx_valid <= 0;
                if (tx_valid) begin
                    if (counter==11) MISO <= tx_data[0];
                    else if (counter==12) MISO <= tx_data[1];
                    else if (counter==13) MISO <= tx_data[2];
                    else if (counter==14) MISO <= tx_data[3];
                    else if (counter==15) MISO <= tx_data[4];
                    else if (counter==16) MISO <= tx_data[5];
                    else if (counter==17) MISO <= tx_data[6];
                    else if (counter==18) MISO <= tx_data[7];                  
                end
                counter <= counter + 1;
        end else counter = 0;
    end
endmodule
module wrapper (
    input clk, rst_n,
    input MOSI, SS_n,
    output MISO
);
    wire tx_valid, rx_valid;
    wire [9:0]rx_data;
    wire [7:0]tx_data;
    SPI spiBlock (
    .clk(clk), .rst_n(rst_n),
    .MOSI(MOSI), .SS_n(SS_n),
    .tx_valid(tx_valid),
    .tx_data(tx_data),
    .MISO(MISO), 
    .rx_valid(rx_valid),  .rx_data(rx_data)
    );
    RAM ramBlock (
        .clk(clk), .rst_n(rst_n),
        .din(rx_data),
        .rx_valid(rx_valid),
        .dout(tx_data),
        .tx_valid(tx_valid)
    );
endmodule
module RAM(
input clk,
input rst_n,
output reg [7:0] dout,
output reg tx_valid,
input[9:0] din,
input rx_valid
);
parameter MEM_DEPTH = 256;
parameter ADDR_SIZE = 8;
reg [7:0] mem[MEM_DEPTH-1:0];
reg [ADDR_SIZE-1:0] data;
always @(posedge clk or negedge rst_n) begin
    if (!rst_n) begin
        dout<=0;
        tx_valid<=0;
    end
     else begin
        if (din[9:8] == 2'b00) begin  
            if (rx_valid) begin
                data <= din[7:0];
                tx_valid <= 0;
            end
        end else if (din[9:8] == 2'b01) begin  
            if (rx_valid) begin
                mem[data] <= din[7:0];
                tx_valid <= 0;
            end
        end else if (din[9:8] == 2'b10) begin  
            if (rx_valid) begin
                data <= din[7:0];
                tx_valid <= 0;
            end
        end else if (din[9:8] == 2'b11) begin  
            if (rx_valid) begin
                dout <= mem[data];
                tx_valid<= 1;
            end 
        end
    end
end
endmodule
==> run notes <==
run metrics: Setup Buffers After CTS 0, vertical die size approximately 450 um, clock net sink count ~2.1k, Yosys warning total 3, chip area estimate from yosys synthesis between 70000 and 80000 sq um, post-synthesis area per instance 16.0 sq um, total half-perimeter wirelength after legalization and detailed placement between 400 and 500 mm, Flops after synth ~2.1k, CTS Root Buffer Type clkbuf_16, main logic family after synthesis simple AND/OR/NAND/NOR gates, share of Yosys cell area claimed by the top area cell type about 77%, Post-synth mux share 0.113%, register area share after synthesis roughly four fifths, quantity of hold-fixing buffers added after cts 0, area fraction in and, or, nand and nor cells after synthesis around a tenth, XOR Share, Synth 0.0220%, proportion of synthesized flip-flops having asynchronous set or reset 0.431%, error message [ERROR GRT-0116] Global routing finished with congestion. Check the congestion regions in the DRC Viewer., Adder Area Share less than 1%, I/O pin total 5, complex-gate fraction of the synthesized area 9.51%, setup slack at placement between 10 and 15 ns, IO buf count 4, number of standard cells after synthesis 4994, Top FF cell, synth edfxtp_1, Syn Std Cell Area ~80000 sq um, row count 163, Exit stage global routing, pre-placement core utilization 40.4%, distinct lib cells ~70, CTS H-tree lvls 4, total instance count after detailed placement 7746, # resized after CTS 0, number of cell instances after yosys synthesis 4994, number of enable flip-flop cells around 2k, dominant cell type by area after synthesis edfxtp_1, GPL Wtd Cong approximately 1.3, maximum number of pins on one net before global-route repair 88, width of the die between 400 and 500 um, Longest Clk Path Bufs 3, CTS Buf Count 221, run status aborted with a tool error, Synth area leaders edfxtp_1 77%, a22oi_1 4.1%, nand3_1 3.5%, a32oi_1 1.6%, nor2_1 1.5%
[kinds of logic after synthesis]
group / count (synthesis)
AND/OR/NAND/NOR: 1465
buffers and inverters: 405
XOR/XNOR: 2
multiplexers: 9
AND-OR/OR-AND: 1017
flip-flops: 2086
adder cells (fa/ha/maj): 10
[synth_stat cells (10+ instances only)]
| library cell | n |
|---|---|
| a221oi_1 | 21 |
| a2111oi_0 | 14 |
| edfxtp_1 | 2056 |
| nand3_1 | 556 |
| or4_1 | 40 |
| nor4bb_1 | 11 |
| nor4_1 | 64 |
| a32oi_1 | 142 |
| nand4bb_1 | 11 |
| o21ai_0 | 18 |
| buf_4 | 12 |
| and4_1 | 12 |
| a21oi_1 | 99 |
| buf_2 | 155 |
| dfxtp_1 | 21 |
| a22o_1 | 54 |
| o22ai_1 | 142 |
| o211ai_1 | 22 |
| nor2b_1 | 15 |
| nand2_1 | 83 |
| buf_1 | 74 |
| a32o_1 | 17 |
| nor2_1 | 318 |
| nand4_1 | 164 |
| nor3_1 | 82 |
| ha_1 | 10 |
| and3_1 | 43 |
| a222oi_1 | 23 |
| a22oi_1 | 433 |
| clkbuf_1 | 149 |
| or3_1 | 10 |
[metrics by stage]
stage                     instance area (sq um)  power, mW  hold WS (ns)  util, %
after floorplan                           79800       5.00         0.442        -
after global placement                    86000       5.00         0.461     43.5
after detailed placement                  86000       5.00         0.488     43.5
after CTS                                 93100       9.17         0.499     47.1
Power and IR drop assume default switching activity.
